$ cat flow/run.sh
#!/bin/bash
# OpenROAD 26Q1-2900-gdf79404cd8, Yosys 0.63+post, stock flow scripts
make -C /OpenROAD-flow-scripts/flow DESIGN_CONFIG=/design/flow/config.mk WORK_HOME=/design/flow/orfs finish
$ cat flow/config.mk
export PLATFORM = sky130hd
export DESIGN_NAME = Display
export DESIGN_NICKNAME = Display
export VERILOG_FILES = /design/flow/design.v
export SDC_FILE = /design/flow/constraint.sdc
export NUM_CORES = 4
export LEC_CHECK = 1
export CORE_AREA = 10 10 83 83
export DIE_AREA = 0 0 93 93
$ cat flow/constraint.sdc
current_design Display

set clk_period 2.9
set clk_io_pct 0.2

create_clock -name clk0 -period $clk_period

set non_clock_inputs [all_inputs -no_clocks]
set_input_delay [expr $clk_period * $clk_io_pct] -clock clk0 $non_clock_inputs
set_output_delay [expr $clk_period * $clk_io_pct] -clock clk0 [all_outputs]
$ cat flow/design.v
module Display(
  input wire[3:0] volume0,
  input wire[3:0] volume1,
  input wire[3:0] minutes0,
  input wire[3:0] seconds0,
  input wire[3:0] seconds1,
  input wire[3:0] music,
  input wire select,
  output wire[6:0] digit4,
  output wire[6:0] digit2,
  output wire[6:0] digit1,
  output wire[6:0] digit0
);
  wire[3:0] value_to_convert0, value_to_convert1, value_to_convert2;
  assign value_to_convert0 = select == 1 ? volume0 : seconds0;
  assign value_to_convert1 = select == 1 ? volume1 : seconds1;
  assign value_to_convert2 = select == 1 ? 4'b0 : minutes0;
  driver7seg DISPLAY1 (
    .b(value_to_convert0),
    .d(digit0)
  );
  driver7seg DISPLAY2 (
    .b(value_to_convert1),
    .d(digit1)
  );
  driver7seg DISPLAY3 (
    .b(value_to_convert2),
    .d(digit2)
  );
  driver7seg DISPLAY4 (
    .b(music),
    .d(digit4)
  );
endmodule
module driver7seg(
	input [3:0] b, 
	output reg [6:0] d
);
	always @* begin
		case (b)
			4'b0000: d = 7'b1000000;  
			4'b0001: d = 7'b1111001;  
			4'b0010: d = 7'b0100100;  
			4'b0011: d = 7'b0110000;  
			4'b0100: d = 7'b0011001;  
			4'b0101: d = 7'b0010010;  
			4'b0110: d = 7'b0110010;  
			4'b0111: d = 7'b1111000;  
			4'b1000: d = 7'b0000000;  
			4'b1001: d = 7'b0010000;  
			default: d = 7'b1111111;  
		endcase
	end
endmodule
==> results.tsv <==
stage	metric	value	unit
timing	hold_slack	1.80	ns
placed_design	pre_cts_ws	-0.274	ns
yosys	synth_simple_gate_area_share	13.4	%
cells_and_area	clkbuf_count	0	
yosys	syn_area	980	um2
timing	worstMarginPinSlew	0.343	ns
timing	period_used_share	96.5	%
cells_and_area	flops	0	
cells_and_area	finalNonFillerCells	275	
placed_design	place_inst	269	
yosys	ys_cells	126	
yosys	yosysWarningCount	1	
detailed_routing	drc	0	
yosys	ys_area	980	um2
detailed_routing	dr.pass1.iters	4	
yosys	syn_avg_cell_area	7.78	um2
pwr	leakage	0.877	nW
setup_path	critPathMaxFanout	5	
cells_and_area	layout_top_cell	clkdlybuf4s50_1	
flow_run	tool_warnings	49	
detailed_routing	drt_iter0_drc	34	
floorplanning	fp.dieW	93	um
yosys	synthMuxAreaShare	22.6	%
setup_path	slowest_delay	0.50	ns
cells_and_area	area_growth	87.7	%
placed_design	dp_hpwl	2600	um
yosys	ys_sh_aoi	20.6	%
global_routing	antenna_found_initial	0	
pwr	peakVddDrop	0.0000829	V
timing	setup_violations	0	
timing	rsz0062_at_grt	yes	
global_routing	grt_usage	6.73	%
setup_path	cp.arrival	2.22	ns
timing	hold_viol	0	
global_routing	grt_pass1_wl	5090	um
pwr	p_seq_share	0	%
setup_path	critPathKind	primary input to output pin	
timing	setup_ws	0.102	ns
pwr	pwr_density_cell	167	nW/um2
detailed_routing	routed-via-count	1106	
floorplanning	io_pins	53	
pwr	internal_power	0.197	mW
cells_and_area	layout-drive-gt1-share	25.4	%
run_status	status	finished, final reports clean	
cells_and_area	final-seq-area	0	um2
pwr	power_frac_clock	0	%
yosys	synthTopLogicFamily	adder cells	
floorplanning	fp_util	19.1	%
yosys	synth_seq_share	0	%
timing	slew_headroom	77.1	%
min_path	hp-class	primary input to output pin	
timing	timing.final.max_slew_violations	0	
floorplanning	die_y	93	um
setup_path	required	2.32	ns
detailed_routing	n_antenna_cell	0	
timing	layout_min_cycle_time	2.80	ns
min_path	holdPathStages	5	
pwr	p_switching	0.110	mW
setup_path	slowest_stage	clkdlybuf4s50_1	
cells_and_area	mostFrequentLayoutCells	clkdlybuf4s50_1, buf_4, ha_1	
yosys	synth_cells	126	
detailed_routing	ant_nets	0	
global_routing	grt-ovfl-total	0	
timing	fmaxAchievable	357	MHz
pwr	swShare	35.8	%
yosys	ys_types	27	
setup_path	crit_path_end_kind	output pin	
detailed_routing	routedWlPerCell	10.8	um
yosys	ys_sh_adder	25.5	%
setup_path	worstPathCellList	clkdlybuf4s50_1, mux2i_1, buf_4, ha_1, and3_1, a21oi_1, clkdlybuf4s50_1	
setup_path	worstSetupStartpointType	primary input	
setup_path	crit_top_cell	clkdlybuf4s50_1	
global_routing	grt_pass1_vias	1136	
cells_and_area	fillCellCount	548	
flow_run	cap_violations	0	
floorplanning	rows	26	
clock_network	hold_buffers	0	
detailed_routing	routed_wl	2960	um
placed_design	gp_congestion	0.831	
placed_design	numPortBuffers	53	
floorplanning	core	5140	um2
floorplanning	die_area	8650	um2
detailed_routing	vias_per_cell	4.02	
yosys	ys_sh_xor	7.15	%
pwr	pwr-share-comb	100.0	%
global_routing	grt_start_max_net_pins	11	
Yosys cell counts, drive strengths merged:
cell type	n	area share [%]
a31oi	4	2.6
o21bai	1	0.77
o21a	1	0.77
nand2	8	3.1
nor2	8	3.1
clkbuf	1	0.38
mux2	5	7.3
a22oi	3	2.3
ha	20	26
mux2i	10	15
nor2b	2	1.3
inv	12	4.6
a21oi	15	7.7
or3b	1	0.89
and3	2	1.3
buf	6	5.7
nor3	5	2.6
o21ai	9	4.6
xnor2	6	5.4
o22ai	3	1.9
xor2	2	1.8
nand2b	2	1.3
final timing paths:
kind / startpoint / endpoint / slack (ns)
max: volume0[0] / digit0[5] / 0.10
min: minutes0[1] / digit2[1] / 1.80
metal layers:
metal  track usage [%]  part of all wire (%)  up-vias
met5                 0                     0        -
li1                  -                     -      594
met1              8.67                    45      477
met3              2.26                   8.4        0
met4                 0                     0        0
met2              11.3                    46       35
repair_timing:
action / in CTS / in global routing
endpoints found under the setup margin: 21 / 15
gates resized: 11 / 13
buffers inserted: 4 / 2
pin swaps: 0 / 3
stage by stage:
step                setup TNS [ns]  util [%]  instance area (um2)  power, mW
floorplan                        0         -                  980      0.124
global placement             -3.33      33.9                 1740      0.299
detailed placement           -3.74      33.9                 1740      0.299
CTS                              0      35.1                 1800      0.311
global route              -0.00314      35.8                 1840      0.343
finish                           0      35.8                 1840      0.306
worst max-delay path: cells and delay by family:
family                     cells  cell delay (ns)
AOI/OAI and AO/OA              1             0.11
adders and majority gates      1             0.18
buffers and inverters          3             1.12
muxes                          1             0.07
and+or+nand+nor                1             0.14
cell families (layout without fill, tap and decap cells):
group                    Yosys count  in the layout
AND-OR/OR-AND                     36             36
adder cells (fa/ha/maj)           20             20
AND/OR/NAND/NOR                   28             28
buffers and inverters             19             98
multiplexers                      15             15
XOR/XNOR                           8              8
power groups by stage:
| stage | sequential, mW | clock (mW) | combinational [mW] |
|---|---|---|---|
| after CTS | 0 | 0 | 0.311 |
| final | 0 | 0 | 0.306 |
| after global routing | 0 | 0 | 0.343 |
cell type report:
| class | count | area (um2) | area share, % |
|---|---|---|---|
| repair buffers | 86 | 798 | 43.4 |
| inverters | 12 | 45.0 | 2.45 |
| multi-input cells | 107 | 908 | 49.4 |
| well taps | 70 | 87.6 | 4.76 |
Power figures rest on the tool's default switching activity, not on a simulated workload.
