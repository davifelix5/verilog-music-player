## flow/config.mk

```make
export PLATFORM = sky130hd
export DESIGN_NAME = Display_select_counter
export DESIGN_NICKNAME = Display_select_counter
export VERILOG_FILES = /design/flow/design.v
export SDC_FILE = /design/flow/constraint.sdc
export NUM_CORES = 4
export LEC_CHECK = 1
export CORE_AREA = 10 10 83 83
export DIE_AREA = 0 0 93 93
```

## flow/constraint.sdc

```tcl
current_design Display_select_counter

set clk_period 2.5
set clk_io_pct 0.2

create_clock -name clk0 -period $clk_period [get_ports {clk}]

set non_clock_inputs [all_inputs -no_clocks]
set_input_delay [expr $clk_period * $clk_io_pct] -clock clk0 $non_clock_inputs
set_output_delay [expr $clk_period * $clk_io_pct] -clock clk0 [all_outputs]
```

## flow/design.v

```verilog
module Display_select_counter(
  input wire mudou_volume,
  input wire clk,
  input wire reset,
  output reg display_select
);
  parameter clock_freq = 28'd100,  
            five_seconds = clock_freq * 5;  
  reg[27:0] counter;
  initial begin
    counter = 1'b0;
    display_select = 1'b0;
  end
  always @(posedge clk) begin
    if (reset ==1'b1) begin
      display_select <= 1'b0;
      counter = 28'b0;
    end
    if (mudou_volume == 1'b1 || counter != 28'b0) begin
      if (counter < five_seconds) begin
        display_select <= 1'b1;
        counter = counter + 28'b1;
      end
      else begin
        counter = 28'b0;
        display_select <= 1'b0;
      end
    end
  end
endmodule
```

## flow/run.sh

```bash
#!/bin/bash
# OpenROAD 26Q1-2900-gdf79404cd8, Yosys 0.63+post, stock flow scripts
make -C /OpenROAD-flow-scripts/flow DESIGN_CONFIG=/design/flow/config.mk WORK_HOME=/design/flow/orfs finish
```

==> run_results.csv <==
group,metric,value,unit
synth,yosys.area.top_type,"dfxtp_1",
final_layout,n_fill_cell,553,
floorplanning,dieArea,0.00865,sq mm
power_and_ir_drop,power_density,758,mW/mm^2
clock_tree,clk_pin_slew_worst_paths,0.06,ns
placed_design,portBuffers,3,
floorplanning,core-area,0.00514,sq mm
critical_path,end_kind,"flip-flop",
drt,n_antenna_cell,0,
drt,vias,699,
clock_tree,cts_hold_buf,0,
drt,firstDrtPassIters,4,
drt,ant_nets,0,
drt,drt_wl_total,1550,microns
critical_path,cp-start-kind,"input pin",
global_route,grt_start_max_net_pins,11,
floorplanning,die_h,93,microns
sta,finalSetupViolations,0,
synth,yosys.area_share.adder,0.0242,
clock_tree,max-clock-path-buffers,2,
sta,rsz0062_at_grt,"no",
critical_path,arrival,2.01,ns
critical_path,worstSetupPathType,"in -> reg",
global_route,grt_pass1_wl,2730,microns
clock_tree,cts_max_level,2,
clock_tree,cts_tree,"built",
drt,drtIter0Drc,37,
sta,period_used_share,0.795,
synth,ys_top_logic_family,"simple AND/OR/NAND/NOR gates",
power_and_ir_drop,vdd_drop_max,0.487,mV
critical_path,rrSetupSlack,0.94,ns
critical_path,r2r_cells,6,
synth,compound_area_frac,0.0545,
drt,vias_per_cell,3.62,
drt,drc,0,
synth,syn_avg_cell_area,11.1,sq um
status,status,"completed",
final_layout,stdcell_count,193,
placed_design,dp_hpwl,1120,microns
synth,ys_area,0.00103,sq mm
clock_tree,cts.sinks,29,
sta,timing.setup.tns,0,ns
clock_tree,clockRootBuffer,"clkbuf_8",
min_path,hold_depth,2,
final_layout,regArea,591,sq um
floorplanning,placementRows,26,
synth,ys_cells,93,
final_layout,logic_area,494,sq um
sta,worst_clock_skew,0.00399,ns
synth,syn_inst,93,
placed_design,placed_cells,185,
min_path,min-delay-path-class,"reg -> reg",
floorplanning,num_io_pins,4,
global_route,use_met1,0.0487,
floorplanning,die_w,93,microns
critical_path,crit_fanout,8,
final_layout,final_layout_size_suffix_gt1_frac,0.187,
job,tool_warnings,26,
critical_path,required,2.52,ns
sta,finalCriticalPeriod,1.99,ns
synth,simple_gate_share,0.280,
global_route,busiest_layer,"met2",
clock_tree,clkLatencyLatePin,0.27,ns
global_route,grt_pass1_vias,630,
final_layout,areaGrowthSynthToFinish,30.2,%
clock_tree,cts_buffers,5,
critical_path,r2r_end,"display_select",
synth,ys_seq_share,0.572,
drt,post_drt_wl_per_cell,8.05,microns
global_route,antenna_found_initial,0,
synth,xor_share,0.0509,
global_route,grt_overflow,0,
synth,synth_area,0.00103,sq mm
global_route,met3_usage,0.0145,
min_path,min_from,"counter[7]",
global_route,use_met2,0.0584,
sta,clock.fmax,0.503,GHz
sta,finalHoldViolCount,0,
synth,synth_top_area_share,0.543,
min_path,hold_path_end,"counter[7]",
sta,whs,0.594,ns
sta,slew_violations,0,
final_layout,final_util,0.261,
placed_design,gp_congestion,0.889,
power_and_ir_drop,power.leakage,0.512,nW
synth,synthMuxAreaShare,0,
synth,yosys_warnings,1,
floorplanning,fp_util,0.201,
clock_tree,cts_resized,0,
synth,ys_types,32,
clock_tree,post_cts_buffers,0,
synth,synth_flops,29,
global_route,grt.total_usage,0.0380,
job,cap_violations,0,
synth,yosys-top-cells-area,"dfxtp_1 (54%), nor3_2 (5.8%), xnor2_1 (3.4%), edfxtp_1 (2.9%), ha_1 (2.4%)",
critical_path,r2r-start,"counter[0]",
-- synthesized netlist by cell type, drive strengths merged --
library cell	n
a21oi	3
a2bb2oi	1
and3	4
and4	1
conb	1
dfxtp	28
edfxtp	1
ha	2
inv	4
nand2	6
nand2b	1
nand3	4
nand3b	1
nand4	3
nor2	7
nor2b	2
nor3	9
nor3b	1
nor4	2
o211ai	1
o21ai	2
o31a	1
or4	2
xnor2	4
xor2	2
-- report_power, final --
| part | switching [mW] | leakage [nW] | internal (mW) |
|---|---|---|---|
| Combinational | 0.0212 | 0.205 | 0.0170 |
| Clock | 0.166 | 0.0617 | 0.324 |
| Sequential | 0.00589 | 0.245 | 0.484 |
| Total | 0.193 | 0.512 | 0.825 |
-- through the flow --
step / area, sq um / setup slack, ns / total power [mW]
after detailed placement: 1220 / 0.260 / 0.538
final: 1340 / 0.513 / 1.02
after global routing: 1340 / 0.430 / 1.06
after CTS: 1340 / 0.554 / 1.03
after global placement: 1220 / 0.313 / 0.538
after floorplan: 1100 / 0.929 / 0.524
-- cell usage in the layout, fill, tap and decap left out, drive strengths merged, types with 2 or more instances in the layout --
| cell | netlist | final |
|---|---|---|
| dfxtp | 28 | 28 |
| conb | 1 | 19 |
| nor3 | 9 | 9 |
| nor2 | 7 | 7 |
| clkbuf | 0 | 6 |
| nand2 | 6 | 6 |
| inv | 4 | 5 |
| xnor2 | 4 | 4 |
| nand3 | 4 | 4 |
| and3 | 4 | 4 |
| nand4 | 3 | 3 |
| a21oi | 3 | 3 |
| clkdlybuf4s50 | 0 | 3 |
| nor2b | 2 | 2 |
| or4 | 2 | 2 |
| nor4 | 2 | 2 |
| xor2 | 2 | 2 |
| ha | 2 | 2 |
| o21ai | 2 | 2 |
-- critical path: stages --
cell             delay (ns)
clkdlybuf4s50_1        0.49
inv_2                  0.07
nand2_1                0.08
ha_1                   0.16
nor2b_1                0.19
nand4_1                0.20
nand2_2                0.25
nor2_1                 0.07
-- state kept, by name, indices dropped and copies added, names as in the netlist --
signal,cells
counter,28
display_select,1
-- layout make-up --
cell class                      count  area share
Clock buffer                        6      0.0615
Clock inverter                      2      0.0270
Inverter                            4      0.0112
Multi-Input combinational cell     78       0.368
Sequential cell                    29       0.439
Tap cell                           70      0.0652
Timing Repair Buffer                4      0.0279
-- metal layers --
layer  wire length [microns]  part of all wire
met1                     704              0.45
met2                     724              0.47
met3                      91             0.059
met4                      33             0.021
met5                       0                 0
-- worst max path at each step --
stage                 startpoint             end  cells past startpoint
after CTS                  reset  display_select                      8
after global routing       reset  display_select                      8
final                      reset  display_select                      8
-- kinds of logic after synthesis --
logic type      Yosys count
fa+ha+maj                 2
xor+xnor                  6
simple gates             43
flops                    29
other cells               1
buf+inv                   4
compound gates            8
No activity file was given, so power comes from the tool's default toggle rates.
