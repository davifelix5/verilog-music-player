==> flow/design.v <==
module ASM_endereco_atual(
  input wire passa_10s,
  input wire volta_10s,
  input wire passa_30s,
  input wire volta_30s,
  input wire count,
  input wire reset,
  input wire clk,
  output reg[21:0] endereco,
  output reg signed [8:0] time_adder
);
  reg[3:0] state;
  parameter inicio = 4'b000,
            apertou_mais_10s = 4'b0001,
            soltou_mais_10s = 4'b0010,
            apertou_menos_10s = 4'b0011,
            soltou_menos_10s = 4'b0100,
            apertou_mais_30s = 4'b0101,
            soltou_mais_30s = 4'b0110,
            apertou_menos_30s = 4'b0111,
            soltou_menos_30s = 4'b1000;
  parameter addrs_por_segundo = 22'd3000,  
            dez_segundos = 10 * addrs_por_segundo,
            trinta_segundos = 30 * addrs_por_segundo,
            max_addr = {22{1'b1}};  
  initial begin
    state <= inicio;
    endereco = 22'b0;
    time_adder <= 9'b1;
  end
  always @(posedge clk, posedge reset) begin
    if (reset == 1'b1) begin
      state <= inicio;
      endereco = 22'b0;
    end
    else if (count == 1'b1) begin
      case (state) 
        inicio: begin
          time_adder <= 9'b1;
          endereco = endereco + 22'b1;
          if (passa_10s == 1'b1)
            state <= apertou_mais_10s;
          else if (volta_10s == 1'b1)
            state <= apertou_menos_10s;
          else if (passa_30s == 1'b1)
            state <= apertou_mais_30s;
          else if (volta_30s == 1'b1)
            state <= apertou_menos_30s;
        end
        apertou_menos_30s: begin
          endereco = endereco + 22'b1;
          if (volta_30s == 1'b0)
            state <= soltou_menos_30s;
        end
        soltou_menos_30s: begin
          if (endereco >= trinta_segundos) begin
            time_adder <= -9'd30;
            endereco = endereco - trinta_segundos;
          end
          state <= inicio;
        end
        apertou_mais_30s: begin
          endereco = endereco + 22'b1;
          if (passa_30s == 1'b0)
            state <= soltou_mais_30s;
        end
        soltou_mais_30s: begin 
          if (endereco <= max_addr - trinta_segundos) begin
            time_adder <= 9'd30;
            endereco = endereco + trinta_segundos;
          end
          else
            endereco = max_addr;
          state <= inicio;
        end
        apertou_mais_10s: begin
          endereco = endereco + 22'b1;
          if (passa_10s == 1'b0)
            state <= soltou_mais_10s;
        end
        soltou_mais_10s: begin
          if (endereco <= max_addr - dez_segundos) begin
            time_adder <= 9'd10;
            endereco = endereco + dez_segundos;
          end
          else
            endereco = max_addr;
          state <= inicio;
        end
        apertou_menos_10s: begin
          endereco = endereco + 22'b1;
          if (volta_10s == 1'b0)
            state <= soltou_menos_10s;
        end
        soltou_menos_10s: begin
          if (endereco >= dez_segundos) begin   
            time_adder <= -9'd10;
            endereco = endereco - dez_segundos;
          end
          state <= inicio;
        end
      endcase
    end
  end
endmodule
==> flow/run.sh <==
#!/bin/bash
# OpenROAD 26Q1-2900-gdf79404cd8, Yosys 0.63+post, stock flow scripts
make -C /OpenROAD-flow-scripts/flow DESIGN_CONFIG=/design/flow/config.mk WORK_HOME=/design/flow/orfs finish
==> flow/config.mk <==
export PLATFORM = sky130hd
export DESIGN_NAME = ASM_endereco_atual
export DESIGN_NICKNAME = ASM_endereco_atual
export VERILOG_FILES = /design/flow/design.v
export SDC_FILE = /design/flow/constraint.sdc
export NUM_CORES = 4
export LEC_CHECK = 1
export CORE_UTILIZATION = 50
==> flow/constraint.sdc <==
current_design ASM_endereco_atual

set clk_period 4.8
set clk_io_pct 0.2

create_clock -name clk0 -period $clk_period [get_ports {clk}]

set non_clock_inputs [all_inputs -no_clocks]
set_input_delay [expr $clk_period * $clk_io_pct] -clock clk0 $non_clock_inputs
set_output_delay [expr $clk_period * $clk_io_pct] -clock clk0 [all_outputs]
==> results.txt <==
run results: H-Tree Depth=2, total die area=8320 um2, DR pass1 iterations=5, RR Startpoint=endereco[9], initial antenna violation count=0, layout cell share with drive strength beyond 1=0.0907, via/cell ratio=7.07, Slew headroom=0.394, Max clock buf depth=2, DP HPWL=9470 um, Core Area=7730 um2, Int Pwr=0.000481 W, slowest stage delay, CP=0.84 ns, Final Hold Fails=0, dominant register cell=dfrtp_1, cts repair resizes=0, CP endpoint kind=flip-flop, initial DRC count=437, worst r2r path cells=7, family with the most delay on the worst path=simple AND/OR/NAND/NOR gates, hold path startpoint=endereco[1], CP max stage cell=or4_1, Post-synth ARST share=0.839, Final Wtd Congestion=0.970, Worst Hold Class=reg -> reg, CTS tree=done, die boundary width=91.2 um, Log Warnings=31, largest net degree at the start of global routing=28, Sequential Power Share=0.438, Setup WS post-layout=1.25 ns, CTS Buf Count=5, Clock Tree Root=clkbuf_8, RSZ-0062 raised after global routing=no, Sw Pwr=0.000126 W, clk slew on worst S/H paths=0.08 ns, Crit Path Category=reg -> reg, Setup crit start kind=flip-flop, Synth flops=31, minimum clock period=3.55 ns, FF-to-FF End=endereco[21], combinational power share=0.025, # Cells Yosys=555, final tally of setup violations=0, TNS Setup=0 ns, Clk pwr share=0.536, Antenna Diode Count=0, DP Worst Slack=1.37 ns, worst slew pin tran=0.906 ns, Leak=1.60 nW, height of the die=91.2 um, routed length per instance=21.7 um, Max VDD drop=102 uV, Distinct cells, synth=77, Hold Path End=endereco[1], io pins=38, arrival time at the worst endpoint=3.70 ns, clk ins delay skew pair=0.29 ns, vias in the first global route=3996, synthesized area=3980 um2, DRC=0, Rows=32, Total Routing Usage GR=0.355, final wirelength=14100 um, Via Count=4619, Syn. warnings=1, CP Max Fanout=25, max-slew violation count=0, clk_skew=0.00718 ns, CP bufs+invs=0, syn avg cell area=7.17 um2, Synth-to-Final Area Change=11.9%, Pre-Place Util=0.515, cts hold-fix bufs=0, Clock Sinks=31, Required @ worst endpoint=4.95 ns, max_cap viols=0, GRT overflow=0, Hold Path Depth=1, Peak Freq=282 MHz, status=finished clean, # Post-CTS Setup Buffers=0, DRT antenna net count=0, Tcrit/Tclk final=0.739, port bufs=37, first-pass GRT wire length=22400 um, switching part of the total=0.208, reg2reg setup slack=1.25 ns, Yosys chip area=3980 um2, Post-Synthesis Cells=555, number of enable flip-flop cells=5, CP Cell Sequence=nor4_1, nand2_1, o41ai_1, nor3_1, or4_1, nor4_2, a221oi_1, Synth Seq Share=0.201, power per cell area=136 nW/um2
==> worst reg2reg max path, cell delays in order (launching register included) <==
cell and delay (ns):
dfrtp_1 0.66, nor4_1 0.73, nand2_1 0.13, o41ai_1 0.46, nor3_1 0.15, or4_1 0.84, nor4_2 0.36, a221oi_1 0.07
==> kinds of logic (layout without fill, tap and decap cells) <==
kind of cell | Yosys count | count (layout) | share of synthesized area
AND/OR/NAND/NOR | 220 | 220 | 0.298
AND-OR/OR-AND | 196 | 196 | 0.342
buffers and inverters | 80 | 76 | 0.0846
flip-flops | 31 | 31 | 0.201
XOR/XNOR | 15 | 15 | 0.0330
adder cells (fa/ha/maj) | 7 | 7 | 0.0220
multiplexers | 6 | 6 | 0.0192
==> cell type report <==
class,count,area [um2]
Clock buffer,6,72.6
Clock inverter,2,60.1
Fill cell,723,3280
Inverter,18,67.6
Multi-Input combinational cell,444,2850
Sequential cell,31,801
Tap cell,102,128
Timing Repair Buffer,50,468
==> power groups by stage <==
stage	Clock (W)	Combinational [W]	Sequential (W)
global route	0.000336	0.0000169	0.000266
finish	0.000325	0.0000155	0.000266
CTS	0.000328	0.0000157	0.000266
==> state kept, by name, indices dropped and copies added (netlist names) <==
signal	flops
time_adder	5
endereco	22
state	4
==> Yosys cell counts (all sizes together) (13+ instances only) <==
cell / n / area (um2)
a211oi: 13 / 97.6
nor3: 26 / 135
nand2: 44 / 165
inv: 18 / 67.6
o21ai: 40 / 200
clkbuf: 46 / 173
dfrtp: 26 / 651
nor4: 14 / 124
nand4: 14 / 87.6
a21oi: 42 / 210
nor2: 46 / 173
buf: 16 / 96.4
nand3: 25 / 125
==> worst max path at each step <==
stage	start	endpoint	slack, ns	depth (start not counted)
6_report	endereco[9]	endereco[21]	1.25	7
4_1_cts	endereco[9]	endereco[21]	1.29	7
5_1_grt	endereco[9]	endereco[21]	0.96	7
==> per-layer routing <==
layer | track usage | part of all wire | routed length [um]
met4 | 0.122 | 0.041 | 573
met2 | 0.503 | 0.43 | 6070
met5 | 0 | 0 | 0
met3 | 0.0646 | 0.11 | 1590
met1 | 0.552 | 0.42 | 5910
==> per-stage QoR <==
| stage | util | instances | total power, W | area [um2] | hold WS [ns] |
|---|---|---|---|---|---|
| 2_1_floorplan | - | 555 | 0.000278 | 3980 | 0.563 |
| 3_3_place_gp | 0.559 | 645 | 0.000287 | 4320 | 0.643 |
| 4_1_cts | 0.576 | 653 | 0.000609 | 4450 | 0.660 |
| 6_report | 0.576 | 653 | 0.000607 | 4450 | 0.649 |
| 5_1_grt | 0.576 | 653 | 0.000619 | 4450 | 0.708 |
| 3_5_place_dp | 0.559 | 645 | 0.000287 | 4320 | 0.637 |
==> cells in the final DEF, fill, tap and decap left out, drive strengths merged, types with 5 or more instances in the layout <==
cell type,synthesis,final
xor2,5,5
and2,8,8
nand3,25,25
inv,18,18
nor2,46,46
a21oi,42,42
clkdlybuf4s50,0,37
nand2,44,44
a211oi,13,13
nand2b,5,5
nor3,26,26
or2,5,5
o21ai,40,40
and3,8,8
o31ai,5,5
nor4,14,14
buf,16,13
edfxtp,5,5
a221oi,6,6
o22ai,12,12
o211ai,8,8
nand4,14,14
o21a,6,6
dfrtp,26,26
clkbuf,46,6
a31oi,6,6
xnor2,10,10
or4,6,6
ha,7,7
Power is estimated from default activity; no workload was simulated.
